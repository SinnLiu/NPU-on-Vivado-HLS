File: flow/design.v
module PE(
    input   clk,
    input   rst_n,
    input signed [15:0] neuron,
    input signed [15:0] weight,
    input        [1:0]  ctrl,
    input   vld_i,
    output       [31:0] result,
    output reg  vid_o
  );
  wire signed [31:0] mult_res = neuron * weight;
  reg [31:0] psum_r;
  wire [31:0] psum_d = ctrl[0] ? mult_res : mult_res + psum_r;
  always@(posedge clk or negedge rst_n)
  begin
    if(!rst_n)
    begin
      psum_r <= 32'h0;
    end
    else if(vld_i)
    begin
      psum_r <= psum_d;
    end
  end
  always@(posedge clk or negedge rst_n)
  begin
    if(!rst_n)
    begin
      vid_o <= 1'h0;
    end
    else if(ctrl[1])
    begin
      vid_o <= 1'h1;
    end
    else
    begin
      vid_o <= 1'h0;
    end
  end
  assign result = psum_r;
endmodule
File: flow/run.sh
#!/bin/bash
# OpenROAD 26Q1-2900-gdf79404cd8, Yosys 0.63+post, stock flow scripts
make -C /OpenROAD-flow-scripts/flow DESIGN_CONFIG=/design/flow/config.mk WORK_HOME=/design/flow/orfs finish
File: flow/config.mk
export PLATFORM = sky130hd
export DESIGN_NAME = PE
export DESIGN_NICKNAME = PE
export VERILOG_FILES = /design/flow/design.v
export SDC_FILE = /design/flow/constraint.sdc
export NUM_CORES = 4
export LEC_CHECK = 1
export CORE_UTILIZATION = 50
File: flow/constraint.sdc
current_design PE

set clk_period 19.3
set clk_io_pct 0.2

create_clock -name clk0 -period $clk_period [get_ports {clk}]

set non_clock_inputs [all_inputs -no_clocks]
set_input_delay [expr $clk_period * $clk_io_pct] -clock clk0 $non_clock_inputs
set_output_delay [expr $clk_period * $clk_io_pct] -clock clk0 [all_outputs]
==> results.txt <==
Notes on the physical implementation.

- Of the synthesized area, sequential elements account for 0.0641.
- The die covers roughly 26000 sq um.
- The number of unique standard cell types used by synthesis is 65, for reference.
- Data arrives at the worst endpoint at between 10 and 15 ns.
- Routing resource usage on met1 recorded by global route was 0.365.
- For this run, global-route usage on met2 was measured as 0.412.
- The flow ran to the end, and the final reports show no timing, DRC or antenna violations.
- The count of synthesis-stage warnings from yosys is 1, for reference.
- For this run, the top clock speed supported by timing is roughly 0.083 GHz.
- The report shows a maximum critical-path fanout of 16.
- The share of the core area taken by cells at floorplan is 0.510.
- The detailed-route wire length per cell is about 15 um, for reference.
- The critical path endpoint category is a flop, for reference.
- The worst hold path class is reg2reg, for reference.
- For this design, the sink count on the clock tree is 33.
- The detailed router reported a total wirelength of 27900 um.
- STA reports a reg2reg setup slack of 15.92 ns.
- Counting flops and latches in the post-synthesis netlist gives 33.
- Per STA, the library cell used most along the worst path is fa_1.
- In the routed netlist, the antenna diode instances number 0.
- The layout-stage area growth over the synthesis result is 8.51%, for reference.
- The share of synthesized area in the top cell type comes to 0.409.
- The via count of the first global-routing pass is 9794, for reference.
- The most used flip-flop cell after synthesis is dfrtp_1.
- The number of warnings reported in the stage logs is 27.
- Setup repair after global routing left no endpoint under its margin.
- The TritonCTS clock tree is built, for reference.
- In this run the tool buffered the top-level ports with 69 buffer cells.
- The largest net degree at the start of global routing is 52, for reference.
- In the CTS report, the clock slew at the register clock pins of the worst setup and hold paths is listed as ~0.060 ns.
- The hold-fix buffer count after cts is 0, for reference.
- The relative slew slack is 0.506, for reference.
- The number of gates resized after CTS was 0.
- The maximum clock skew at final layout is 0.00830 ns, for reference.
- The worst path required time is a little under 20 ns, for reference.
- The placed instances occupy a cell area of approximately 14000 sq um.
- The worst path in the final design needs a cycle of roughly 12 ns, including I/O delays and setup.
- The area reported by Yosys stat is around 13000 sq um, for reference.
- In the synthesized netlist, the cells that appear most often are inv_1, fa_1, nand2_1.
- For reference, the most critical setup path is categorized as in2reg.
- For this run, the slowest stage of the critical path takes 0.78 ns.
- For this run, asynchronously set or reset flops after synthesis account for 1.00.
- The standard cell with the maximum stage delay on the critical path is clkdlybuf4s50_1, for reference.
- The synthesized netlist was found by Yosys to have 1465 cells.
- The setup TNS after final layout is 0 ns, for reference.
- The global routing stage identified its most utilized layer as met2.
- Summed over all routing layers, the global router reports a total usage of 0.246.
- Counting along the longest clock path gives a buffer depth of 2.
- The die extent in y is roughly 160 um, for reference.
- The number of setup buffers added after CTS is 0, for reference.
- In this run the horizontal extent of the chip is about 160 um.
- The met3 routing resource usage after global routing is 0.0431, for reference.
- At the end of routability-driven placement, the weighted congestion stood at 0.899.
- The HPWL reported at the end of detailed placement is roughly 23000 um, for reference.
- The first global-routing pass estimated 47900 um of wire.
- The count of flip-flops with a built-in enable after synthesis is 0, for reference.
- For this block, the via count after detailed routing is 9541.
- The final routed DRC violation total is 0, for reference.
- The final timing report counts setup violations totalling 0.
- The post-route cell area is 14000 sq um, for reference.
- The CTS root buffer is clkbuf_16, for reference.
- The latest clock arrival within the worst-skew pair is 0.28 ns, for reference.
- The number of nets with antenna violations after detailed routing is 0, for reference.
- The number of design-rule violations left by the first detailed-router iteration is 367, for reference.
- In the finished design, the share of the clock period the worst path needs comes to 0.624.
- Summing every instance area after synthesis gives 12900 sq um.
- The pin closest to its max-slew limit shows a slew of 0.738 ns.
- The largest area contributor in the synthesized netlist is fa_1, for reference.
- Per the run summary, max-cap violations total 0.
- The total overflow reported by the global router is 0, for reference.
- The initial antenna violation count was 0.
- The core region is 25300 sq um.
- Ranked by total cell area, the synthesized netlist is headed by fa_1, ha_1, inv_1, dfrtp_1, and2_1.
- The synthesized netlist cell count is ~1500, for reference.
- The category of the worst setup path launch point is an input pin, for reference.
- The number of clock buffers added by TritonCTS is 5.
- The report lists the number of standard-cell rows as about 58.
- The first-pass detailed-route iteration total is 4, for reference.
- The max-slew violation total from the final report is 0, for reference.
- The share of final-layout standard cells stronger than drive strength 1 is 0.0193, for reference.
- The average footprint of a synthesized cell is 8.80 sq um, for reference.
- The number of H-tree branching levels is 2, for reference.
- The post-synthesis cell type with the largest instance count is inv_1, for reference.
- The detailed-route vias per instance is 5.21, for reference.
- For this design the top-level I/O count stands at approximately 70.
- Counting endpoints that fail hold in the final report gives 0.
-- logic make-up after synthesis --
family / share of synthesized area
AND/OR/NAND/NOR: 0.154
adder cells (fa/ha/maj): 0.520
buffers and inverters: 0.108
AND-OR/OR-AND: 0.108
XOR/XNOR: 0.0394
flip-flops: 0.0641
multiplexers: 0.00641
-- worst max-delay path, delay by kind of cell --
family	cells	cell delay [ns]
buffers and inverters	5	0.97
muxes	1	0.23
and+or+nand+nor	6	1.29
AOI/OAI and AO/OA	11	2.29
adders and majority gates	8	3.54
-- cells in the final DEF, fill, tap and decap left out, types with 33 or more instances in the layout --
| cell type | n |
|---|---|
| fa_1 | 263 |
| dfrtp_1 | 33 |
| nand2_1 | 161 |
| a21oi_1 | 74 |
| xnor2_1 | 43 |
| inv_1 | 316 |
| clkdlybuf4s50_1 | 68 |
| and2_1 | 126 |
| nor2_1 | 68 |
| ha_1 | 115 |
-- path summary, 6_finish.rpt --
check                      cells after the start         end  startpoint
setup / recovery                              31  psum_r[31]   neuron[8]
hold / removal                                 2  psum_r[27]  psum_r[27]
setup reg to reg                              12  psum_r[28]   psum_r[0]
hold reg to reg                                2  psum_r[27]  psum_r[27]
max in group asynchronous                      2   psum_r[2]       rst_n
min in group asynchronous                      2  psum_r[28]       rst_n
-- state kept, by name, indices dropped and copies added, names as in the netlist --
| register | count |
|---|---|
| vid_o | 1 |
| psum_r | 32 |
-- per-stage QoR --
| stage | utilization | hold slack, ns | setup WS, ns | cells |
|---|---|---|---|---|
| 2_1_floorplan | - | 0.459 | 8.23 | 1465 |
| 3_3_place_gp | 0.547 | 0.517 | 7.10 | 1822 |
| 3_5_place_dp | 0.547 | 0.521 | 7.00 | 1822 |
| 4_1_cts | 0.554 | 0.533 | 7.26 | 1830 |
| 5_1_grt | 0.554 | 0.582 | 6.75 | 1830 |
| 6_report | 0.554 | 0.525 | 7.25 | 1830 |
-- cell type report --
cell class / instances / area, sq um
clock inverter: 1 / 5.00
tap: 330 / 413
timing repair buffer: 74 / 723
multi-input combinational: 1068 / 10700
sequential: 33 / 826
clock buffer: 7 / 153
fill: 2324 / 11300
inverter: 317 / 1190
-- layer usage --
metal / share of wire / routed length [um]
met5: 0 / 0
met4: 0.014 / 386
met3: 0.041 / 1150
met2: 0.53 / 14800
met1: 0.42 / 11600
